## config.mk

```make
export PLATFORM = sky130hd
export DESIGN_NAME = slowclock
export DESIGN_NICKNAME = slowclock
export VERILOG_FILES = /design/flow/design.v
export SDC_FILE = /design/flow/constraint.sdc
export NUM_CORES = 4
export LEC_CHECK = 1
export CORE_UTILIZATION = 30
```

## constraint.sdc

```tcl
current_design slowclock

set clk_period 4.6
set clk_io_pct 0.2

create_clock -name clk0 -period $clk_period [get_ports {clk}]

set non_clock_inputs [all_inputs -no_clocks]
set_input_delay [expr $clk_period * $clk_io_pct] -clock clk0 $non_clock_inputs
set_output_delay [expr $clk_period * $clk_io_pct] -clock clk0 [all_outputs]
```

## design.v

```verilog
 module slowclock(	input logic clk,
							output logic sclk
);
	integer counter = 0;
	always_ff@(posedge clk) begin
		counter <= counter + 1;
		if (counter < 800_000)  
			sclk <= 1'b1;
		else if (counter < 1_600_000) begin  
			sclk <= 1'b0;
			counter <= 0;
		end
	end
endmodule
```

## run.sh

```bash
#!/bin/bash
# OpenROAD 26Q1-2900-gdf79404cd8, Yosys 0.63+post, stock flow scripts
make -C /OpenROAD-flow-scripts/flow DESIGN_CONFIG=/design/flow/config.mk WORK_HOME=/design/flow/orfs finish
```

==> run notes <==
The run finished with clean final reports. On the critical path the data arrives at 1050 ps. The tools report the start of the worst register-to-register path as counter[0]. The tally of max-capacitance violations is 0. The run gives 55.3% as the worst slew margin relative to its limit. For the register share after synthesis, the log shows 42.1%. The critical path goes through clkdlybuf4s50_1. The run gives 12.0% for the fraction of final layout cells sized beyond drive strength 1. Looking at the clock tree report, the root buffer type is sky130_fd_sc_hd__clkbuf_8.

In this run, synthesis produced a sequential element count of 33. For the core utilization before placement, the log shows 32.2%. Setup violations remaining at the end of the flow were counted as 0. The number of DRC markers in iteration 0 came out at 46. The clock transition at the register clock pins on the worst setup and hold paths after CTS works out to 70 ps. The via count of the first global-routing pass was 1154. According to the floorplan report, the die width is 74.3 um. The run gives 9.13 um^2 for the average instance area after synthesis. Total global-route track usage over all layers is 12.3%.

The count of library flops with an enable pin was 0. The count of buffers inserted at the top-level ports came out at 1. In the power breakdown, the internal column shows 0.000421 W. The number of clock buffers added by TritonCTS is 5. The number of cells in the yosys synthesis report was 172. TritonCTS built the clock tree. The share of total power dissipated in sequential elements is 54.8%. Counting only logic cells after layout, the most numerous master is sky130_fd_sc_hd__dfxtp_1. The share of the synthesized area in the top cell type was 42.1%; the share of async-settable or async-resettable flops after synthesis was 0%. After clock tree synthesis, the flow added hold-fix buffers numbering 0. Switching power as a fraction of the total was reported as 19.3%.

The largest single stage delay on the critical path is 450 ps. For the final routed database, the setup TNS stands at 0 ps. For reference, the final report shows the max-slew violation count at 0.

The number of cells on the worst reg-to-reg path is 5. Recorded from the global router log, the overflow total was 0. The number of ports placed on the die boundary came out at 2. The first global-routing pass estimated 5200 um of wire. The most critical hold endpoint after final layout shows a slack of 486 ps.

The power report puts the net switching power at 0.000100 W. Of all cell types, the one taking the most synthesized area is sky130_fd_sc_hd__dfxtp_1. Looking at the setup timing report, the critical path kind is reg -> out. The area recorded from the Yosys report for this design is 1570 um^2. The timing report shows that the slowest cell on the worst path is sky130_fd_sc_hd__clkdlybuf4s50_1.

The routed layout has 1212 vias. The post-cts gate resize count was 0; the first-pass detailed-route iteration total was 4. TritonRoute output was used to compute an average wire per cell of 12.0 um. Per the timing report, the most critical flop-to-flop path finishes at counter[18].

The netlist uses 34 different library cells. Power spread over the standard cell area amounts to 299 nW/um^2. The run gives 5.51 ps as the setup clock skew after layout. Grouping stages by cell kind, the critical path spends the most delay in buffers and inverters. The script extracted a total leakage power of 0.578 nW. The finished cells cover 1750 um^2. Setup slack on the worst reg-to-reg path comes out at 2750 ps. The number of buffers inserted to repair setup after CTS is 0, and the count of standard-cell rows is 25. The worst setup path is captured at an output pin.

With the initial antenna violation count at 0, the period utilization is 42.8%. Setup repair after global routing left no endpoint under its margin. The number of clock sinks came to 33.

The run gives 519 as the filler cell count in the final layout. For this run, the leading register cell type out of synthesis is sky130_fd_sc_hd__dfxtp_1. The repair_antennas step left the layout with diodes totalling 0. The flow reports an fmax of 0.508 GHz. The flow reports that combinational logic draws 0% of the design power. For the clock insertion delay at the later pin of the skew report, the log shows 280 ps. For this run, design rule violations remaining after detail routing come to 0. The tools report the final estimated routing congestion in global placement as 0.843. The worst hold path begins at counter[29]. At the pin with the least slew margin, the transition time is 664 ps. The largest net degree at the start of global routing came out at 23. Counting every instance in the synthesized netlist gives 172. With the remaining number of nets flagged by the antenna check after routing at 0, the HPWL reported at the end of detailed placement is 2040 um. With the worst hold path cell count at 1, the number of warnings reported in the yosys synthesis log is 1.

The logs give 0.162 mV for the worst-case vdd ir drop and 2760 ps for the pre-CTS worst setup slack. The main area contributors are sky130_fd_sc_hd__dfxtp_1, sky130_fd_sc_hd__xnor2_1, sky130_fd_sc_hd__a21oi_1. For the worst setup path, the data required time is 3680 ps. The run gives 2 for the critical-path maximum fanout. Stage-log warning count: 25.

The run gives 2 as the deepest clock path buffer count. The run gives 1570 um^2 for the post-synthesis instance area. Per the OpenROAD floorplan log, the area of the core is 4880 um^2. The final period demand of the worst path is 1970 ps, and the total buffers and inverters traversed by the critical path is 1. The run gives 2900 um for the routed wire length. The path category of the worst min-delay check is reg -> reg. For hold timing, the worst endpoint is counter[29].

The run gives 2630 ps as the least setup slack across all paths after layout. CTS built an H-tree with a depth of 2. The type of origin of the critical path was a flip-flop. The vertical die dimension reported for this design is 74.3 um. Final count of hold timing violations: 0. Post-synthesis to final-layout area growth: 11.2%. In this run, the clock network consumes 45.2% of the power. In the layout the commonest cells are sky130_fd_sc_hd__dfxtp_1, sky130_fd_sc_hd__xnor2_1, sky130_fd_sc_hd__a21oi_1, sky130_fd_sc_hd__nand2_1. Dividing the detail-routed via count by the number of cells gives 5.01. The chip occupies 5530 um^2. Summing all placed instances gives a cell area of 1640 um^2.
## kinds of logic (layout without fill, tap and decap cells)
kind of cell / Yosys count / count (layout) / share of synthesized area (%)
compound gates: 31 / 31 / 12.1
xor+xnor: 26 / 26 / 14.5
fa+ha+maj: 1 / 1 / 0.797
buf+inv: 11 / 14 / 3.35
flops: 33 / 33 / 42.1
simple gates: 70 / 70 / 27.2
## power groups by stage
stage | clock, W | sequential (W) | combinational (W)
global route | 0.000258 | 0.000285 | 0.000000000259
CTS | 0.000243 | 0.000286 | 0.000000000259
finish | 0.000236 | 0.000286 | 0.000000000259
## sequential cells by signal (all words and copies together) (netlist names)
signal	count
counter	32
sclk	1
## layout make-up
cell class | instances | area (um^2) | share of cell area [%]
multi-input combinational | 128 | 863 | 49.5
sequential | 33 | 661 | 37.8
clock buffer | 7 | 96.3 | 5.52
tap | 67 | 83.8 | 4.80
timing repair buffer | 3 | 25.0 | 1.43
inverter | 3 | 11.3 | 0.645
clock inverter | 1 | 5.00 | 0.287
## cell usage after synthesis (2+ instances only)
| cell type | number |
|---|---|
| sky130_fd_sc_hd__clkbuf_1 | 6 |
| sky130_fd_sc_hd__nand4_1 | 10 |
| sky130_fd_sc_hd__o21ai_0 | 5 |
| sky130_fd_sc_hd__nand2_1 | 11 |
| sky130_fd_sc_hd__a21oi_1 | 15 |
| sky130_fd_sc_hd__nand4_2 | 2 |
| sky130_fd_sc_hd__nor2_1 | 3 |
| sky130_fd_sc_hd__or3_1 | 6 |
| sky130_fd_sc_hd__dfxtp_1 | 33 |
| sky130_fd_sc_hd__a22oi_1 | 3 |
| sky130_fd_sc_hd__nor3_1 | 10 |
| sky130_fd_sc_hd__nand3_1 | 10 |
| sky130_fd_sc_hd__inv_1 | 3 |
| sky130_fd_sc_hd__and3_1 | 3 |
| sky130_fd_sc_hd__xnor2_1 | 19 |
| sky130_fd_sc_hd__xor2_1 | 7 |
| sky130_fd_sc_hd__nor4_1 | 9 |
## per-layer routing
layer	share of wire (%)	GRT usage (%)	wire length, um	vias to the layer above
li1	-	-	-	643
met1	53	18.1	1530	556
met2	44	19.3	1270	8
met3	2.7	2.75	77	5
met4	0.86	1.89	25	0
met5	0	0	0	-
## worst max-delay path by stage
| stage | startpoint | to | slack (ps) | cells past startpoint |
|---|---|---|---|---|
| final | sclk | sclk | 2630 | 1 |
| after global routing | sclk | sclk | 2560 | 1 |
| after CTS | sclk | sclk | 2610 | 1 |
## metrics by stage
| step | power (W) | util, % | cells |
|---|---|---|---|
| 6_report | 0.000521 | 35.8 | 242 |
| 5_1_grt | 0.000543 | 35.8 | 242 |
| 4_1_cts | 0.000528 | 35.8 | 242 |
| 3_5_place_dp | 0.000292 | 33.7 | 234 |
| 3_3_place_gp | 0.000292 | 33.7 | 234 |
| 2_1_floorplan | 0.000292 | - | 172 |
Power is estimated from default activity; no workload was simulated.
