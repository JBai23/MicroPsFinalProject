`flow/run.sh`:
```
#!/bin/bash
# OpenROAD 26Q1-2900-gdf79404cd8, Yosys 0.63+post, stock flow scripts
make -C /OpenROAD-flow-scripts/flow DESIGN_CONFIG=/design/flow/config.mk WORK_HOME=/design/flow/orfs finish
```
`flow/config.mk`:
```
export PLATFORM = sky130hd
export DESIGN_NAME = keypad
export DESIGN_NICKNAME = keypad
export VERILOG_FILES = /design/flow/design.v
export SDC_FILE = /design/flow/constraint.sdc
export NUM_CORES = 4
export LEC_CHECK = 1
export CORE_AREA = 10 10 70 70
export DIE_AREA = 0 0 80 80
export SYNTH_HDL_FRONTEND = slang
```
`flow/constraint.sdc`:
```
current_design keypad

set clk_period 1.9
set clk_io_pct 0.2

create_clock -name clk0 -period $clk_period [get_ports {clk}]

set non_clock_inputs [all_inputs -no_clocks]
set_input_delay [expr $clk_period * $clk_io_pct] -clock clk0 $non_clock_inputs
set_output_delay [expr $clk_period * $clk_io_pct] -clock clk0 [all_outputs]
```
`flow/design.v`:
```
module keypad(		output logic [3:0] row = 4'b1111,
						input logic [3:0] col,
						input logic clk,
						output logic en = 0,
						output logic [3:0] keypadval
);
	typedef enum logic [1:0] 	{
											search = 2'b00,
											bounce = 2'b01,
											update = 2'b10,
											btnrel = 2'b11
										} states;
	typedef enum logic [3:0] {
									x0 = 4'b0001,
									x1 = 4'b0010,
									x2 = 4'b0100,
									x3 = 4'b1000
								} one_bit;
	const logic [3:0] zero = 4'b0000;
	states state = search, next_state = search;
	one_bit next_row = x0;
	always_ff@(posedge clk) begin
		state <= next_state;
		case(state)
			search: row <= next_row;  
			default: row <= row;
		endcase
				case(row)
					x0: next_row <= x1;
					x1: next_row <= x2;
					x2: next_row <= x3;
					x3: next_row <= x0;
					default: next_row <= x0;
				endcase
	end
	always_comb begin
		case(state)
			search: begin
				if (col == zero) begin
					next_state = search;  
				end else begin
					next_state = bounce;
				end
				en = 0;
				keypadval = 4'd0;
			end
			bounce: begin
						next_state = update;
				en = 0;
				keypadval = 4'd0;
			end
			update: begin
				next_state = btnrel;  
				en = 1;
				keypadval = 4'd1;
			end
			btnrel: begin
				en = 0;
				keypadval = 4'd1;
				if (col == zero)
					next_state = search;
				else
					next_state = btnrel;
			end
			default: begin
			   keypadval = 4'd0;
				next_row = x0;
				next_state = search;
				en = 0;
			end
		endcase
	end
endmodule
```
==> out/results.tsv <==
metric	value	unit
FFs w/ async S/R, synth	0	%
multiplexer area fraction after synthesis	0	%
Fin Clk Skew	0.001274	ns
status	complete, no violations	
Max H-tree Level	1	
area of the mapped netlist	369.1	um2
cts repair resizes	0	
number of port buffers	10	
max-slew violation count	0	
top cells, area	dfxtp_1 (33%), edfxtp_1 (33%), nor4b_1 (7.1%)	
share of layout cells above drive strength 1	9.524	%
CTS Buf Count	3	
Area growth, synth to finish	44.75	%
FF-to-FF setup slack	0.86	ns
Hold Path Cell Cnt	0	
drt total wl	698	um
fp_density	10.81	%
Startpoint Class	flip-flop	
Final Instance Count excl. Fillers	88	
Most used DFF post-synth	dfxtp_1	
Power Dens Cells	722.4	nW/um2
distinct lib cells	16	
DR iter-0 viols	11	
GRT Overall Usage	2.315	%
terminus of the critical flop-to-flop path	row[3]	
chip area line of the yosys report	369.1	um2
logic area	106.4	um2
CTS Sinks	10	
f_max	605.8	MHz
Tmin final	1.651	ns
first-pass GRT wire length	1138	um
top cells by count, synth	dfxtp_1 (6), edfxtp_1 (4), buf_4 (3), nor2_1 (3), nor4b_1 (3)	
DR DRC count	0	
count leader, synth	dfxtp_1	
Floorplan Core Area	3416	um2
Basic Gates by Area	17.97	%
crit path DAT	1.27	ns
sum of negative setup slack	0	ns
xor/xnor share of the synthesized area	2.373	%
warning count from the yosys run	0	
setup bufs post-CTS	0	
Final setup viols	0	
tool warnings	25	
design area	534.3	um2
maximum clock path buffer count	2	
WS Path Type	reg -> out	
final worst-path cycle share	86.89	%
Die Size	6400	um2
post-DP HPWL	562	um
clk root buf	clkbuf_4	
RR Startpoint	state[1]	
fillcell total	395	
Final WS setup	0.2492	ns
crit path max fanout	5	
# IOs	14	
Flops after synth	10	
FP Rows	21	
FF+latch area	240.2	um2
final hold vios	0	
Reg2Reg Depth	1	
Cells after Synth	30	
max cap viols	0	
Hold Crit Start	next_row[0]	
GRT overflow	0	
Routability Congestion	0.6997	
Worst Hold End	row[0]	
Inst Count DP	84	
number of flops mapped to enable cells by yosys	4	
largest net degree at the start of global routing	7	
VDD IR max	0.0002480	V
chip height	80	um
Die Wd	80	um
Skew-Pair Late Insertion Delay	0.26	ns
Worst Path Required	1.52	ns
leakage	0.1805	nW
dpl cell area	508.0	um2
Avg Inst Size Synth	12.30	um2
# Cells Yosys	30	
first-pass iteration count of the detailed router	2	
smallest hold slack	0.4024	ns
vias	243	
dpl ws	0.3644	ns
Inserted Diodes	0	
adder share	0	%
CP endpoint kind	primary output	
unrepaired setup endpoints after global routing	false	
number of global-route vias before repair	231	
Final ANT Viol Nets	0	
Logic family by area	simple AND/OR/NAND/NOR gates	
worst hold path type	reg -> reg	
Reg clk slew, reported paths	0.06	ns
WL/cell	7.932	um
CTS Hold Bufs	0	
initial antenna violation count	0	
CTS tree	built	
aoi share	5.424	%
largest area contributor in the netlist	dfxtp_1	
Largest type area fraction	32.54	%
Seq share, synth	65.08	%
via/cell ratio	2.761	
-- sequential cells by signal (all words and copies together) (netlist names) --
name / flops
next_row: 4
state: 2
row: 4
-- power by group --
part,switching (mW),total [mW],internal (mW),leakage (nW)
sequential,0.00255,0.227,0.224,0.0857
clock,0.0662,0.142,0.0756,0.0154
combinational,0.00439,0.0177,0.0133,0.0794
total,0.0731,0.386,0.313,0.180
-- stage by stage --
stage	utilization, %	total power, mW
4_1_cts	15.64	0.3951
2_1_floorplan	-	0.2393
5_1_grt	15.64	0.4152
6_report	15.64	0.3860
3_3_place_gp	14.87	0.2491
3_5_place_dp	14.87	0.2495
-- per-layer routing --
layer	share of wire, %	global-route usage [%]
met1	49	2.941
met2	30	2.247
met3	20	2.841
met4	0.86	0.5282
met5	0	0
-- layout by cell type, fill, tap and decap left out --
| cell | Yosys | layout |
|---|---|---|
| nand2_1 | 1 | 1 |
| nor4_2 | 1 | 1 |
| nor2b_1 | 1 | 1 |
| clkbuf_4 | 0 | 3 |
| dfxtp_1 | 6 | 6 |
| edfxtp_1 | 4 | 4 |
| o211ai_1 | 1 | 1 |
| and3_1 | 1 | 1 |
| o21a_1 | 1 | 1 |
| clkdlybuf4s50_1 | 0 | 10 |
| conb_1 | 1 | 3 |
| inv_1 | 1 | 1 |
| o21ai_0 | 1 | 1 |
| xor2_1 | 1 | 1 |
| clkinv_1 | 0 | 1 |
| nor2_1 | 3 | 3 |
| nor4b_1 | 3 | 3 |
-- layout make-up --
type	count	area share (%)
clock buffers	3	4.215
clock inverters	1	0.7026
inverters	1	0.7026
multi-input cells	17	19.91
flip-flops and latches	10	44.96
well taps	46	10.77
repair buffers	10	18.74
-- cell families after synthesis --
logic type / Yosys count
buffers and inverters: 5
AOI/OAI and AO/OA: 3
other: 1
and+or+nand+nor: 10
xor gates and xnor gates: 1
DFF: 10
-- worst max path at each step --
stage / startpoint / to / slack, ns / cells after the start
6_report: state[1] / en / 0.25 / 2
5_1_grt: state[1] / en / 0.13 / 2
4_1_cts: state[1] / en / 0.22 / 2
-- worst max-delay path, cell delays in order (launching register included) --
cell and delay (ns):
dfxtp_1 0.39, nor2b_1 0.15, clkdlybuf4s50_1 0.47
Power and IR drop assume default switching activity.
